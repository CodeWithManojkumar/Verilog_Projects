==> constraint.sdc <==
current_design Binary_to_BCD_converter

set clk_period 9.3
set clk_io_pct 0.2

create_clock -name clk0 -period $clk_period

set non_clock_inputs [all_inputs -no_clocks]
set_input_delay [expr $clk_period * $clk_io_pct] -clock clk0 $non_clock_inputs
set_output_delay [expr $clk_period * $clk_io_pct] -clock clk0 [all_outputs]
==> run.sh <==
#!/bin/bash
# OpenROAD 26Q1-2900-gdf79404cd8, Yosys 0.63+post, stock flow scripts
make -C /OpenROAD-flow-scripts/flow DESIGN_CONFIG=/design/flow/config.mk WORK_HOME=/design/flow/orfs finish
==> config.mk <==
export PLATFORM = sky130hd
export DESIGN_NAME = Binary_to_BCD_converter
export DESIGN_NICKNAME = Binary_to_BCD_converter
export VERILOG_FILES = /design/flow/design.v
export SDC_FILE = /design/flow/constraint.sdc
export NUM_CORES = 4
export LEC_CHECK = 1
export CORE_AREA = 10 10 70 70
export DIE_AREA = 0 0 80 80
==> design.v <==
module Binary_to_BCD_converter(
    input wire [7:0] bin,
	output reg [11:0] bcd
);
reg [3:0] i;
always @(bin)
begin
    bcd = 0; 
    for (i = 0; i < 8; i = i+1) 
        begin
            bcd = {bcd[10:0],bin[7-i]};    
            if(i < 7 && bcd[3:0] > 4) 
                bcd[3:0] = bcd[3:0] + 3;
            if(i < 7 && bcd[7:4] > 4)
                bcd[7:4] = bcd[7:4] + 3;
            if(i < 7 && bcd[11:8] > 4)
                bcd[11:8] = bcd[11:8] + 3;  
        end
end      
endmodule	
==> results.sh <==
# physical design summary
export IMPL_synth_cell_types=59
export IMPL_p_leak_nw=0.4675
export IMPL_grt_ovfl_total=0
export IMPL_syn_inst=153
export IMPL_die_width_um=80
export IMPL_finalSetupViolCount=0
export IMPL_period_used_pct=91.11
export IMPL_portBuffers=16
export IMPL_topCellsByArea="ha_1, a21oi_1, o21ai_0, inv_1, mux2i_1"
export IMPL_core_mm2=0.003416
export IMPL_antenna_found_initial=0
export IMPL_worst_slack_ps=826.3
export IMPL_top_cells_by_count="inv_1, a21oi_1, o21ai_0, ha_1, nand2_1"
export IMPL_io_pins=20
export IMPL_fp_util_pct=31.28
export IMPL_max_freq_mhz=118.0
export IMPL_grt_start_max_net_pins=18
export IMPL_grt_pass1_wl_mm=4.291
export IMPL_hp_class="primary input to output port"
export IMPL_drc=0
export IMPL_die_h_um=80
export IMPL_rsz0062_at_grt="false"
export IMPL_seqCellArea_um2=0
export IMPL_tns_ps=0
export IMPL_area_growth_pct=13.23
export IMPL_nClkBuffers=0
export IMPL_end_kind="output port"
export IMPL_most_common_cell="inv_1"
export IMPL_cp_max_fo=16
export IMPL_synth_stat_cells=153
export IMPL_maxCapViolations=0
export IMPL_warnings=38
export IMPL_min_from="bin[0]"
export IMPL_vias=1098
export IMPL_critPathLaunchType="primary input"
export IMPL_rows=21
export IMPL_drtIter0Drc=54
export IMPL_cts_setup_buffers=0
export IMPL_dr_pass1_iters=4
export IMPL_top_cell_area_share_pct=11.71
export IMPL_stdcell_count=203
export IMPL_syn_avg_cell_area_um2=6.984
export IMPL_pre_cts_ws_ps=838.9
export IMPL_viasPerCell=5.409
export IMPL_max_slew_margin_rel_pct=60.43
export IMPL_finalMaxSlewViolations=0
export IMPL_grtUsageTotal_pct=7.600
export IMPL_hold_viol=0
export IMPL_final_min_clock_period_ps=8474
export IMPL_tightest_slew_ps=591.7
export IMPL_crit_start="bin[5]"
export IMPL_status="finished clean"
export IMPL_wl_mm=2.562
export IMPL_ys_chip_area_mm2=0.001069
export IMPL_worst_setup_path_type="primary input to output port"
export IMPL_syn_area_mm2=0.001069
export IMPL_place_inst=203
export IMPL_ys_seq_share_pct=0
export IMPL_ff_count=0
export IMPL_num_antenna_cells=0
export IMPL_worstPathArrival_ps=6610
export IMPL_p_per_area_mw_per_mm2=87.11
export IMPL_drt_antenna_violating_nets=0
export IMPL_post_cts_resized=0
export IMPL_drive_above_1_share_pct=9.554
export IMPL_cts_hold_buffers=0
export IMPL_grt_pass1_vias=957
export IMPL_dieArea_mm2=0.006400
export IMPL_wl_per_cell_um=12.62
export IMPL_final_fill_count=362
export IMPL_synth_largest_area_cell="ha_1"
export IMPL_ir_worst_vdd_uv=26.66
export IMPL_gp_congestion=0.8996
export IMPL_fin_util_pct=35.42
export IMPL_hpwl_mm=2.053
export IMPL_synth_warnings=1
export IMPL_cp_data_required_time_ps=7440
final timing paths:
kind                     end  slack (ps)  cells past startpoint
worst max-delay path  bcd[3]         830                     17
worst min-delay path  bcd[0]        3720                      0
metal layers:
layer	global-route usage [%]	part of all wire, %	vias to the layer above	wire, µm
met1	10.76	49	493	1252
met4	0	0	0	0
li1	-	-	575	-
met2	12.84	46	30	1171
met3	0.6818	5.4	0	138
met5	0	0	-	0
metrics by stage:
| stage | hold slack [ps] | area (µm²) | total power (W) |
|---|---|---|---|
| floorplan | 3786 | 1072 | 0.00007212 |
| global placement | 3720 | 1210 | 0.0001055 |
| detailed placement | 3720 | 1210 | 0.0001065 |
| CTS | 3720 | 1210 | 0.0001069 |
| global route | 3720 | 1210 | 0.0001174 |
| finish | 3720 | 1210 | 0.0001054 |
power breakdown:
group          switching, W  internal, W  total (W)
registers                 0            0          0
logic             0.0000501    0.0000553   0.000105
clock network             0            0          0
total             0.0000501    0.0000553   0.000105
layout by cell type, fill, tap and decap left out, drive strengths merged, types with 2 or more instances in the layout:
cell type      Yosys  layout
nand2b             3       3
a31oi              3       3
o21bai             2       2
o21ai             13      13
o22ai              2       2
xnor2              5       5
conb               1       2
a211oi             3       3
nor2b              3       3
mux2i              5       5
and3               2       2
nor3               5       5
nor4               2       2
a211o              2       2
xor2               4       4
clkdlybuf4s50      0      16
nor2               7       7
inv               13      13
o221ai             2       2
nand2             10      10
a311oi             2       2
or4                2       2
a21oi             13      13
nand3              7       7
ha                10      10
logic make-up (layout without fill, tap and decap cells):
group | Yosys count | after routing | synth area share [%]
adders and majority gates | 10 | 10 | 11.71
xor gates and xnor gates | 9 | 9 | 8.783
buffers and inverters | 26 | 29 | 12.06
and+or+nand+nor | 47 | 47 | 25.18
other | 1 | 2 | 0.3510
AOI/OAI and AO/OA | 54 | 54 | 35.48
muxes | 6 | 6 | 6.440
area by class of cell:
class | instances | area (µm²) | share of cell area (%)
tap | 46 | 57.56 | 4.757
multi-input combinational | 128 | 943.4 | 77.97
inverter | 13 | 48.80 | 4.033
timing repair buffer | 16 | 160.2 | 13.24
critical path, cell delays in order:
cell and delay, ps:
clkdlybuf4s50_1 570, inv_1 140, ha_1 200, ha_1 500, inv_1 240, nor4_1 420
a211oi_1 90, a31o_2 310, ha_1 310, o21bai_1 300, xnor2_1 180, ha_1 290
inv_1 90, or3_1 370, o311a_1 130, o21ai_1 130, clkdlybuf4s50_1 470
Power and IR drop assume default switching activity.
