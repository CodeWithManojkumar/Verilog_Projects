==> design.v <==
module regbank_v2 (rData1,rData2,wrData,sr1,sr2,dr,write,clk,reset);
input clk,write,reset;
input [4:0] sr1,sr2,dr;
input [31:0] wrData;
output reg [31:0] rData1,rData2;
reg [31:0] regfile[0:31];
integer k;
assign rData1 = regfile[sr1];
assign rData2 = regfile[sr2];
always @(posedge clk)
	begin
		if(reset)begin
			for(k=0;k<32;k=k+1)
			begin 
				regfile[k]<=0;
			end 
		end 
		else begin
			if(write) 
				regfile[dr] <= wrData;
			end
	end
endmodule 
==> run.sh <==
#!/bin/bash
# OpenROAD 26Q1-2900-gdf79404cd8, Yosys 0.63+post, stock flow scripts
make -C /OpenROAD-flow-scripts/flow DESIGN_CONFIG=/design/flow/config.mk WORK_HOME=/design/flow/orfs finish
==> config.mk <==
export PLATFORM = sky130hd
export DESIGN_NAME = regbank_v2
export DESIGN_NICKNAME = regbank_v2
export VERILOG_FILES = /design/flow/design.v
export SDC_FILE = /design/flow/constraint.sdc
export NUM_CORES = 4
export LEC_CHECK = 1
export CORE_UTILIZATION = 50
==> constraint.sdc <==
current_design regbank_v2

set clk_period 11.5
set clk_io_pct 0.2

create_clock -name clk0 -period $clk_period [get_ports {clk}]

set non_clock_inputs [all_inputs -no_clocks]
set_input_delay [expr $clk_period * $clk_io_pct] -clock clk0 $non_clock_inputs
set_output_delay [expr $clk_period * $clk_io_pct] -clock clk0 [all_outputs]
==> notes.md <==
impl run done, here's what came out: status finished, final reports clean, Worst EP required 9.20 ns, Synth area leader edfxtp_1, Pwr Total 9080 µW, hold endpoint regfile[26][7], RSZ-0062 raised after global routing no, Fillers 8958, worst vdd ir 0.129 mV, Hold Slack 2.53 ns, P per Cell Area 146 nW/µm², count of tool warnings 26, most flop-heavy register regfile, Root Driver clkbuf_16, buffer depth of the longest clock path 3, GR Util All Layers 36.9%, share of layout cells above drive strength 1 8.34%, final setup TNS 0 ns, first-pass iteration count of the detailed router 5, final slew viol count 0, max reg flops 1024, Cell Count Post-Placement 5941, Syn Std Cell Area 56500 µm², Clock Pin Slew Worst Setup and Hold Paths 0.06 ns, max-cap viol count 0, critical path class in -> out, Syn Inst Count 4640, Congestion Overflow GR 0, post-route minimum period 8.14 ns, via count 37800, Final period util 70.8%, Sink Count 1024, number of global-route vias before repair 38900, antenna viol nets, final 0, sequential-to-total area share from yosys stat 54.5%, fmax 123 MHz, Final WS setup 3.36 ns, Top cells by area edfxtp_1, mux2i_1, and2_1, post-DR vias/cell 6.15, Top-area cell share 54.5%, Critical Path Start Type primary input, global-route wire length before repair 272 mm, yosys stat area 56500 µm², Synth Area per Inst 12.2 µm², Die Ht 338 µm, initial antenna violation count 7, Layout Cells excl Fill 6154, yosys cell count 4640, post-CTS sizing 0, Distinct lib cells used 31, worst min path class in -> reg, CP arrival 5.84 ns, largest net degree at the start of global routing 93, crit-path max FO 92, Final setup viols 0, Pleak 0.0241 µW, CTS hold repair buffers 0, CTS tree yes, DR WL/cell 31.2 µm, floorplan utilization 50.7%, WHS Path Cells 3, Die W 338 µm, Yosys reg bits 1024, Ys Warns 3, pin slew with the least headroom to its limit 0.947 ns, Buffers on Ports 113, # DRC 0, final wirelength 192 mm, Regs by FF count regfile: 1024 flops, Hold Startpoint wrData[7], Slew HR 36.6%, Worst setup EP type output pin, core area 111000 µm², CTS Buf Count 113, Boundary Pins 114, H-tree lvl count 3, Syn-to-layout area delta 9.91%, Top Layout Cells mux2i_1, and2_1, edfxtp_1, Placer Congestion 0.899, row cnt 122, Post-CTS Setup Inserts 0, Place WS 3.38 ns, DP Wirelength 105 mm, Chip Area 114000 µm², Final Hold Violating Endpoints 0, DRT iter0 DRCs 2321
[how the worst max path moves through the flow]
stage / end / start / cells past startpoint / slack, ns
CTS: rData1[14] / sr1[2] / 9 / 3.37
global route: rData2[29] / sr2[2] / 9 / 3.28
finish: rData1[6] / sr1[2] / 9 / 3.36
[layer usage]
| metal | up-vias | part of all wire [%] | routed length (µm) | track usage (%) |
|---|---|---|---|---|
| met4 | 16 | 4.7 | 9020 | 13.9 |
| li1 | 16900 | - | - | - |
| met5 | - | 0.23 | 433 | 2.64 |
| met2 | 2190 | 45 | 86800 | 53.8 |
| met3 | 487 | 14 | 27200 | 21.5 |
| met1 | 18300 | 36 | 68400 | 47.2 |
[kinds of logic (layout without fill, tap and decap cells)]
family                 count (synthesis)  count (layout)  share of synthesized area [%]
DFF                                 1024            1024                           54.5
other                                  0               4                              0
AOI/OAI and AO/OA                    576             576                           6.95
and+or+nand+nor                     1568            1568                           16.1
muxes                               1024            1024                           18.2
buffers and inverters                448             470                           4.34
[report_power, final]
group | internal (µW) | total (µW) | switching [µW] | leakage [µW]
clock | 2100 | 3600 | 1490 | 0.00177
combinational | 389 | 1080 | 688 | 0.0126
sequential | 4310 | 4400 | 94.9 | 0.00974
[metrics by stage]
step	utilization [%]	cell area, µm²
final	55.8	62100
after global routing	55.8	62100
after CTS	55.8	62100
after detailed placement	52.5	58400
after global placement	52.5	58400
after floorplan	-	56500
[critical path: stages]
cell and delay, ns:
clkdlybuf4s50_1 0.62, nor2b_4 0.23, buf_12 0.53, buf_4 0.67
a22o_1 0.22, nor3_1 0.07, a31oi_1 0.35, nand3_1 0.27
clkdlybuf4s50_1 0.49
[final cells by class]
class	count	area, µm²	share of cell area (%)
Timing Repair Buffer	261	2340	3.77
Tap cell	1488	1860	3.00
Sequential cell	1024	30700	49.5
Multi-Input combinational cell	3168	23500	37.8
Antenna cell	4	10.0	0.0161
Clock buffer	143	2960	4.77
Clock inverter	66	671	1.08
[synthesized netlist by cell type]
master	instances
nand2_2	1
nand2_1	195
buf_4	76
or3b_4	2
buf_1	23
mux2i_1	1024
nor2_1	22
buf_2	50
nand3_4	1
nor2_8	4
or3_4	1
nor2b_1	4
a31oi_1	64
buf_6	43
nor2_4	10
a22oi_1	192
or3_1	1
nand3b_4	1
a21oi_1	192
and2_1	1026
or2_2	34
nand2b_1	5
a22o_1	128
nand3b_1	3
clkbuf_2	66
edfxtp_1	1024
clkbuf_1	186
and2b_1	1
clkbuf_4	4
nor3_1	64
nand3_1	193
Power is estimated from default activity; no workload was simulated.
