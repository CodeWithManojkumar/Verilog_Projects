<file path="./run.sh">
#!/bin/bash
# OpenROAD 26Q1-2900-gdf79404cd8, Yosys 0.63+post, stock flow scripts
make -C /OpenROAD-flow-scripts/flow DESIGN_CONFIG=/design/flow/config.mk WORK_HOME=/design/flow/orfs finish
</file>
<file path="./config.mk">
export PLATFORM = sky130hd
export DESIGN_NAME = ram_1
export DESIGN_NICKNAME = ram_1
export VERILOG_FILES = /design/flow/design.v
export SDC_FILE = /design/flow/constraint.sdc
export NUM_CORES = 4
export LEC_CHECK = 1
export CORE_UTILIZATION = 50
export SYNTH_MEMORY_MAX_BITS = 65536
</file>
<file path="./constraint.sdc">
current_design ram_1

set clk_period 35.8
set clk_io_pct 0.2

create_clock -name clk0 -period $clk_period [get_ports {clk}]

set non_clock_inputs [all_inputs -no_clocks]
set_input_delay [expr $clk_period * $clk_io_pct] -clock clk0 $non_clock_inputs
set_output_delay [expr $clk_period * $clk_io_pct] -clock clk0 [all_outputs]
</file>
<file path="./design.v">
module ram_1(addr,data,clk,rd,wr,cs);
	input [9:0] addr;
	inout [7:0] data;
	input clk,rd,wr,cs;
	reg [7:0] mem[1023:0];
	reg [7:0] d_out;
	assign data = (cs && rd)? d_out : 8'bz;
	always @(posedge clk)
		if(cs && wr && !rd) mem[addr] = data;
	always @(posedge clk)
		if(cs && !wr && rd) d_out = mem[addr];
endmodule
</file>
==> deck_impl_summary.md <==
Physical Implementation Snapshot

Run status
  • Status: aborted with a tool error
  • Failing step: clock tree synthesis (4_1_cts)
  • Error msg: [error] [KeplerFormal.cpp:679] Workflow failed: Iso has multiple drivers: .data7, place1532.X0

Synth
  • Post-synth EDFFs: between 8000 and 9000
  • Post-synth top cells: edfxtp_1, mux2i_1, nor2_1, o22ai_1, mux4_2
  • Ys async rst share: 0
  • Yosys Instances: 16390
  • Synth area leader: edfxtp_1
  • Distinct cells, synth: 49
  • Biggest area cells: edfxtp_1, mux2i_1, mux4_2
  • Yosys Chip Area: about 320000 um2
  • Area share, top type: 0.7804
  • Mapped Area: about 320000 um2
  • Mean Syn Cell Area: 19.25 um2
  • Primary FF master, synth: edfxtp_1
  • Syn. warnings: 2
  • Ys flops: 8200
  • Synth top cell by count: edfxtp_1
  • Post-synth seq share: 0.7804
  • Cells after Synth: ~16000

Clocking
  • CTS root buffer: clkbuf_16
  • Hold_buf cts: 0
  • Post-CTS resize count: 0
  • Max H-tree Level: 6
  • Num CTS Buffers: just over 800
  • Post-CTS setup repair buffer count: 0
  • Clock Path Buffers: 4
  • Clk sinks: 8200

Floorplan
  • I/O Pins: 22
  • Die Ht: approximately 800 um
  • Initial Util: 0.5021
  • # rows: between 200 and 300
  • Die width: approximately 800 um

Placed design
  • DP Wirelength: approximately 550 mm
  • Port-buffer cells: 13
  • Routability Congestion: approximately 0.95
-- stage by stage --
step | utilization | setup slack (ps) | cell area [um2] | instances | power (uW)
detailed placement | 0.5216 | 19640 | 327800 | 24460 | 11590
global placement | 0.5216 | 19610 | 327800 | 24460 | 11580
floorplan | - | 16620 | 315500 | 16390 | 11400
-- cell families after synthesis --
logic type / Yosys count / share of synthesized area
AND-OR/OR-AND: 1760 / 0.03712
buffers and inverters: 1067 / 0.01604
flip-flops: 8200 / 0.7804
multiplexers: 3347 / 0.1387
AND/OR/NAND/NOR: 2015 / 0.02773
Power is estimated from default activity; no workload was simulated.
